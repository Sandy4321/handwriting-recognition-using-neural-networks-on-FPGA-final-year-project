**flow/config.mk**
```make
export PLATFORM = sky130hd
export DESIGN_NAME = fifo
export DESIGN_NICKNAME = fifo
export VERILOG_FILES = /design/flow/design.v
export SDC_FILE = /design/flow/constraint.sdc
export NUM_CORES = 4
export LEC_CHECK = 1
export CORE_UTILIZATION = 50
```
**flow/run.sh**
```bash
#!/bin/bash
# OpenROAD 26Q1-2900-gdf79404cd8, Yosys 0.63+post, stock flow scripts
make -C /OpenROAD-flow-scripts/flow DESIGN_CONFIG=/design/flow/config.mk WORK_HOME=/design/flow/orfs finish
```
**flow/design.v**
```verilog
module fifo #(
	parameter data_size = 4'd8,
	parameter buffer_size = 8'd64
	)(
	input wire clk,
	input wire reset,
	input wire read_data,
	input wire write_data, 
	output reg full,
	output reg empty,
	input wire [data_size-1:0] data_input,
	output reg [data_size-1:0] data_output,
	output reg [buffer_size-1:0] fifo_count
	);
	reg [buffer_size-1:0] read_pointer,write_pointer;
	reg [data_size-1:0] fifo_buffer [buffer_size-1:0];
	initial begin
		fifo_buffer[2] = 0;
	end
	always @(fifo_count) begin
		empty <= (fifo_count == 0);
		full <= (fifo_count == buffer_size);
	end
	always @(negedge(clk),posedge(reset)) begin
		if(reset) begin
			fifo_count <= 0;
		end else begin
			if((!full && write_data) && (!empty && read_data)) begin
				fifo_count <= fifo_count;
			end else if(!full && write_data) begin
				fifo_count <= fifo_count + 1;
			end else if(!empty && read_data) begin
				fifo_count <= fifo_count - 1;
			end else begin
				fifo_count <= fifo_count;
			end
		end
	end
	always @(negedge(clk),posedge(reset)) begin
		if(reset) begin
			data_output <= 0;
		end else begin
			if(read_data) begin
				data_output <= fifo_buffer[read_pointer];
			end else begin
				data_output <= data_output;
			end
		end
	end
	always @(posedge(clk)) begin
		if((!full) && write_data) begin
			fifo_buffer[write_pointer] <= data_input;
		end else begin
			fifo_buffer[write_pointer] <= fifo_buffer[write_pointer];
		end
	end
	reg [buffer_size-1:0] read_pointer_next;
	reg [buffer_size-1:0] write_pointer_next;
	always @(posedge(clk),posedge(reset)) begin
		if(reset) begin
			write_pointer <= 0;
		end else begin
			write_pointer <= write_pointer_next;
		end
	end
	always @(negedge(clk),posedge(reset)) begin
		if(reset) begin
			read_pointer <= 0;
		end else begin
			read_pointer <= read_pointer_next;
		end
	end
	always @* begin
		if(!full && write_data) begin
			if(write_pointer == buffer_size - 1) begin
				write_pointer_next <= 0;
			end else begin
				write_pointer_next <= write_pointer + 1;
			end
		end else begin
			write_pointer_next <= write_pointer;
		end
		if(!empty && read_data) begin
			if(read_pointer == buffer_size - 1) begin
				read_pointer_next <= 0;
			end else begin
				read_pointer_next <= read_pointer + 1;
			end
		end else begin
			read_pointer_next <= read_pointer;
		end
	end
endmodule
```
**flow/constraint.sdc**
```tcl
current_design fifo

set clk_period 28.9
set clk_io_pct 0.2

create_clock -name clk0 -period $clk_period [get_ports {clk}]

set non_clock_inputs [all_inputs -no_clocks]
set_input_delay [expr $clk_period * $clk_io_pct] -clock clk0 $non_clock_inputs
set_output_delay [expr $clk_period * $clk_io_pct] -clock clk0 [all_outputs]
```
==> results.yml <==
# flow metrics
synthesis:
  synth_area_per_cell_um2: 14.5
  ys.flop_type: "edfxtp_1"
  synth-async-reset-ratio: 0.281
  synth_top_area_share: 0.478
  ys_top_cells_by_area: "edfxtp_1 (48%), mux4_2 (11%), dfrtn_1 (11%)"
  numSynthFlops: 712
  synthDominantAreaCellType: "edfxtp_1"
  synth-area-yosys_um2: 32100
  synth_top_cell_by_count: "edfxtp_1"
  synth.cell_area_um2: 32100
  most_instantiated_cells_after_synthesis: "edfxtp_1 (512), nand2_1 (193), mux4_2 (160)"
  synth_stat.cells: 2224
  yosys_warnings: 1
  synthCells: 2224
  enable_flop_cells: 512
  synth.lib_cells_used.distinct: 76
  seq_area_frac_synth: 0.634
worst_setup_path:
  reg2reg_slack_ps: 10350
  critical_path.max_fanout: 49
  reg2regPathDepth: 8
  worst_setup_path_endpoint: "fifo_count[59]$_DFFE_NP0P_"
  required_ps: 14890
  crit-reg2reg-launch: "fifo_count[27]$_DFFE_NP0P_"
  worst_setup_path_end_kind: "register"
  cp_data_arrival_time_ps: 10200
  worstSetupPathType: "primary input to register"
  start_kind: "primary input"
  worst_r2r_dst: "fifo_buffer[20][7]$_DFFE_PP_"
  cp-startpoint: "write_data"
floorplan:
  dieHeight_um: 256
  die-area_um2: 65300
  fp_util: 0.508
  chipWidth_um: 256
  placementRows: 92
  core_area_um2: 63300
  ioPinCount: 86
cells_and_area:
  area_delta_synth_final_pct: 13.6
  instances_no_fill: 3248
  drive_above_1_share: 0.145
sta:
  maxSlewViolCount: 0
  rsz0062_at_grt: "false"
  relSlewSlack: 0.411
  clock_skews_ps: 40.3
  fin_hold_ws_ps: 433
  report.final.hold_viol_count: 0
  postLayoutSetupSlackWorst_ps: 4690
  worst-slew-pin-transition_ps: 880
  final-setup-viol-count: 0
  timing.setup.tns_ps: 0
detailed_routing:
  drt-pass1-iter-count: 6
  drt_wl_total_um: 73300
  wire_per_inst_um: 22.6
  antenna_violating_nets_post_route: 0
  drt_iter0_markers: 1151
  routed_via_density: 5.88
  vias: 19100
  antenna_cells: 0
  drc_errors: 0
power_and_ir_drop:
  vdd_ir_drop_max_mv: 0.0568
  fin_total_pwr_uw: 3180
  static_leakage_uw: 0.0129
  power_density_over_the_cells_nw_per_um2: 87.1
placed_design:
  dp_hpwl_um: 46600
  io_buffers: 85
  pre_cts_ws_ps: 4130
  place_congestion: 0.922
  placed_cells_incl_taps: 3103
run:
  openroad.warnings: 27
  drv_cap: 0
clock_network:
  clock.latency.late_pin_ps: 620
  clk_pin_slew_ps: 40
  clock_sink_count: 712
  h-tree-depth: 3
  postCtsSetupBuffers: 0
  ctsHoldBuffers: 0
  cts_tree: "done"
  cts_max_path_buffers: 3
  cts_root_buffer: "clkbuf_16"
  tritoncts.num_buffers: 78
  cts-resized-gates: 0
global_route:
  first_global_vias: 19700
  gr-total-overflow: 0
  grt_pass1_wl_um: 115000
  largest_net_degree_at_the_start_of_global_routing: 109
  gr-usage-all-layers: 0.252
  antenna_found_initial: 0
outcome:
  run_status: "completed"
hold_path:
  hold_path_class: "register to register"
==> cell usage in the layout, fill, tap and decap left out, types with 9 or more instances in the layout <==
cell / count
a211oi_1: 16
a21o_1: 24
a21oi_1: 94
and2_1: 18
and3_1: 22
and4_1: 17
buf_4: 35
clkbuf_1: 17
clkbuf_16: 81
clkdlybuf4s50_1: 77
clkinv_1: 14
clkinv_2: 17
dfrtn_1: 136
dfrtp_1: 64
edfxtp_1: 512
ha_1: 64
inv_1: 37
mux2_2: 9
mux2i_1: 12
mux4_2: 160
nand2_1: 193
nand2b_1: 13
nand3_1: 59
nand4_1: 45
nor2_1: 154
nor3_1: 23
nor4_1: 47
o21a_1: 14
o21ai_0: 95
o21ai_1: 25
o21bai_1: 14
o31ai_1: 10
xnor2_1: 117
xor2_1: 41
==> layer usage <==
layer,vias up,share of wire,wire length [um],global-route usage
met4,0,0.022,1620,0.0447
met5,-,0,0,0.00731
met3,105,0.10,7320,0.119
met2,726,0.48,34900,0.368
met1,9433,0.40,29400,0.385
li1,8847,-,-,-
==> critical path, stage by stage <==
cell and delay, ps:
clkdlybuf4s50_1 540, o41ai_4 90, buf_4 420, buf_4 580, ha_1 310, nand4_1 190
nor4_1 480, nand2_1 210, nor4_1 350, o31ai_1 160, a21o_1 230, a211oi_1 300
nor2_1 90, xnor2_1 130, mux2_1 290
==> layout make-up <==
| class | count | area [um^2] |
|---|---|---|
| Inverter | 40 | 158 |
| Timing Repair Buffer | 122 | 1110 |
| Clock inverter | 46 | 445 |
| Multi-Input combinational cell | 1383 | 11300 |
| Tap cell | 846 | 1060 |
| Clock buffer | 99 | 2100 |
| Fill cell | 4814 | 26800 |
| Sequential cell | 712 | 20400 |
==> state kept, by name (all words and copies together) (netlist names) <==
register / cells
data_output: 8
read_pointer: 64
fifo_buffer: 512
write_pointer: 64
fifo_count: 64
==> worst min path at each step <==
stage / from / endpoint / cells after the start
after CTS: read_pointer[63]$_DFFE_NP0P_ / read_pointer[63]$_DFFE_NP0P_ / 1
after global routing: read_pointer[54]$_DFFE_NP0P_ / read_pointer[54]$_DFFE_NP0P_ / 1
final: read_pointer[63]$_DFFE_NP0P_ / read_pointer[63]$_DFFE_NP0P_ / 1
==> power breakdown <==
group          internal (uW)  switching, uW  total (uW)
Clock                    574            405         979
Sequential              1180           91.0        1270
Combinational            433            496         929
Total                   2190            992        3180
==> cell families (layout without fill, tap and decap cells) <==
kind of cell | count (synthesis) | count (layout) | share of synthesized area
XOR/XNOR | 158 | 158 | 0.0431
AND/OR/NAND/NOR | 637 | 637 | 0.0969
buffers and inverters | 129 | 307 | 0.0163
adder cells (fa/ha/maj) | 65 | 65 | 0.0255
flip-flops | 712 | 712 | 0.634
multiplexers | 184 | 184 | 0.120
AND-OR/OR-AND | 339 | 339 | 0.0642
==> metrics by stage <==
stage / instance area (um^2) / utilization
final: 36500 / 0.577
after global routing: 36500 / 0.577
after CTS: 36500 / 0.577
after detailed placement: 34000 / 0.537
after global placement: 34000 / 0.537
after floorplan: 32100 / -
Power and IR drop assume default switching activity.
